==> design.v <==
`timescale 100ps/100ps
module bcd_lut(
    input c,
    input[3:0] a,
    output[3:0] z
);
reg[3:0] y;
always @(*)
begin
    case(a)
    4'h0: y <= 4'h0;
    4'h1: y <= 4'h1;
    4'h2: y <= 4'h3;
    4'h3: y <= 4'h4;
    4'h4: y <= 4'h6;
    4'h5: y <= 4'h8;
    4'h6: y <= 4'h9;
    4'h7: y <= 4'h1;
    4'h8: y <= 4'h2;
    4'h9: y <= 4'h4;
    4'ha: y <= 4'h6;
    4'hb: y <= 4'h7;
    4'hc: y <= 4'h9;
    4'hd: y <= 4'h0;
    4'he: y <= 4'h2;
    4'hf: y <= 4'h4;
    endcase
end
assign z = y+c;
endmodule
module bcd_enc(
    input[3:0] a,
    input[3:0] x,
    input[3:0] x0,
    output reg c,
    output reg[3:0] y
);
wire[3:0] x_add1,x_add2,x_add3,x_add4;
assign x_add1 = {x[3:1]+1,x[0]};
assign x_add2 = {x[3:1]+2,x[0]};
assign x_add3 = {x[3:1]+3,x[0]};
assign x_add4 = {x[3:1]+4,x[0]};
wire m0,m1,m2,m3,m4;
assign m0 = 0;
assign m1 = x0[3]&~(x0[2]|x0[1]);
assign m2 = (~x0[3]&x0[2]&x0[1])|(x0[3]&~x0[2]&~x0[1]);
assign m3 = (x0[3]|x0[2])&~(x0[3]&(x0[2]^x0[1]));
assign m4 = (x0[1]^x0[3])|x0[2];
always @(*)
begin
    case(a)
    4'h0: begin y <= x;      c <= m0; end
    4'h1: begin y <= x_add3; c <= m3; end
    4'h2: begin y <= x_add1; c <= m1; end
    4'h3: begin y <= x_add4; c <= m4; end
    4'h4: begin y <= x_add2; c <= m2; end
    4'h5: begin y <= x;      c <= m0; end
    4'h6: begin y <= x_add3; c <= m3; end
    4'h7: begin y <= x_add1; c <= m1; end
    4'h8: begin y <= x_add4; c <= m4; end
    4'h9: begin y <= x_add2; c <= m2; end
    4'ha: begin y <= x;      c <= m0; end
    4'hb: begin y <= x_add3; c <= m3; end
    4'hc: begin y <= x_add1; c <= m1; end
    4'hd: begin y <= x_add4; c <= m4; end
    4'he: begin y <= x_add2; c <= m2; end
    4'hf: begin y <= x;      c <= m0; end
    endcase
end
endmodule
module bcd_rec(
    input c,
    input[3:0] z,
    output reg[3:0] y
);
always @(*)
begin
    case({z[3], c})
    2'b00: y <= z;
    2'b01: y <= z[2:0]+1;
    2'b10: y <= z[1]?0:z;
    2'b11: y <= {~(z[0]|z[1]),2'b0,~z[0]};
endcase
end
endmodule
module bcd_hsb(
    input c0,
    input c1,
    input[3:0] a,
    output reg[1:0] y
);
wire z1, z2;
assign z1 = c0|c1;
assign z2 = c0&c1;
always @(*)
begin
    case(a)
    4'h0: y <= 2'b00;
    4'h1: y <= 2'b00;
    4'h2: y <= 2'b00;
    4'h3: y <= 2'b00;
    4'h4: y <= 2'b00;
    4'h5: y <= {1'b0,z2};
    4'h6: y <= {1'b0,z1};
    4'h7: y <= 2'b01;
    4'h8: y <= 2'b01;
    4'h9: y <= 2'b01;
    4'ha: y <= 2'b01;
    4'hb: y <= 2'b01;
    4'hc: y <= {z1,~z1};
    4'hd: y <= 2'b10;
    4'he: y <= 2'b10;
    4'hf: y <= 2'b10;
    endcase
end
endmodule
module bcd(
    input[7:0] bin_in,
    output[9:0] bcd_out
);
wire c0;
assign c0 = bin_in[3]&(bin_in[2]|bin_in[1]);
wire[3:0] a1, a2;
assign a1 = c0?{bin_in[3:1]+3,bin_in[0]}:bin_in;
wire c1;
bcd_enc enc(.a(bin_in[7:4]),.x(a1),.x0(bin_in[3:0]),.c(c1),.y(a2));
assign bcd_out[3:0] = c1?{a2[3:1]+3,a2[0]}:a2;
wire[3:0] z;
bcd_lut lut(.c(c0),.a(bin_in[7:4]),.z(z));
bcd_rec rec(.c(c1),.z(z),.y(bcd_out[7:4]));
bcd_hsb hsb(.c0(c0),.c1(c1),.a(bin_in[7:4]),.y(bcd_out[9:8]));
endmodule
module helper(
    input clk,
    input[7:0] din,
    output reg[9:0] dout
);
reg[7:0] a;
wire[9:0] y;
bcd tb(
    .bin_in(a),
    .bcd_out(y)
);
always @(posedge clk)
begin
    a <= din;
    dout <= y;
end
endmodule
==> run.sh <==
#!/bin/bash
# OpenROAD 26Q1-2900-gdf79404cd8, Yosys 0.63+post, stock flow scripts
make -C /OpenROAD-flow-scripts/flow DESIGN_CONFIG=/design/flow/config.mk WORK_HOME=/design/flow/orfs finish
==> config.mk <==
export PLATFORM = sky130hd
export DESIGN_NAME = helper
export DESIGN_NICKNAME = helper
export VERILOG_FILES = /design/flow/design.v
export SDC_FILE = /design/flow/constraint.sdc
export NUM_CORES = 4
export LEC_CHECK = 1
export CORE_AREA = 10 10 97 97
export DIE_AREA = 0 0 107 107
==> constraint.sdc <==
current_design helper

set clk_period 3.1
set clk_io_pct 0.2

create_clock -name clk0 -period $clk_period [get_ports {clk}]

set non_clock_inputs [all_inputs -no_clocks]
set_input_delay [expr $clk_period * $clk_io_pct] -clock clk0 $non_clock_inputs
set_output_delay [expr $clk_period * $clk_io_pct] -clock clk0 [all_outputs]
==> job_summary.md <==
### Metrics collected by this job

| Metric | Value |
|---|---|
| Status | complete, no violations |
| Final Skew | 6.491 ps |
| Power per unit of standard cell area | 459.3 nW/um2 |
| Clk latency late pin | 260 ps |
| TritonRoute pass-1 iters | 4 |
| Deepest level of the CTS H-tree | 1 |
| Share of flip-flops with an asynchronous set or reset after synthesis | 0% |
| Setup Total Neg Slack | 0 ps |
| Global placement routability congestion | 0.8701 |
| Area of the mapped netlist | 1483 um2 |
| Share of layout cells above drive strength 1 | 15.23% |
| Tightest slew margin relative to the limit | 56.66% |
| RSZ-0062 raised after global routing | false |
| Top area cell types | sky130_fd_sc_hd__dfxtp_1 30%, sky130_fd_sc_hd__ha_1 12%, sky130_fd_sc_hd__mux2i_1 5.4% |
| Cell count listed in synth_stat.txt | 171 |
| Initial cell density of the core | 20.33% |
| TritonCTS Buffers | 3 |
| Net load switching power | 226.1 uW |
| Number of DRC markers after the initial detailed-route iteration | 67 |
| Slew of the pin with the lowest slew margin | 645.5 ps |
| Switching part of the total | 25.56% |
| Flip-flop and latch count after synthesis | 22 |
| Leading register cell type out of synthesis | sky130_fd_sc_hd__dfxtp_1 |
| Via count | 1204 |
| Die Wd | 107 um |
| Slowest stage delay, CP | 540 ps |
| Largest net degree at the start of global routing | 17 |
| Number of global-route vias before repair | 1171 |
| Post-synth tally of flip-flops with integrated enable | 0 |
| Core Region | 7292 um2 |
| Clock tree from TritonCTS | yes |
| Inst Count DP | 290 |
| Period utilization | 92.94% |
| Area of all sequential standard cells | 441.7 um2 |
| Peak supply drop | 234.5 uV |
| Placed wire-length estimate | 2375 um |
| Worst Setup Start Kind | flop |
| Post-route DRC violation count | 0 |
| Cell type of the slowest stage on the worst timing path | sky130_fd_sc_hd__fa_1 |
| Number of clock sinks | 22 |
| Post-route insts no fill | 296 |
| Fin Hold WS | 332.7 ps |
| LEAKAGE | 0.0008004 uW |
| Antenna violations before repair | 0 |
| DR WL/cell | 10.33 um |
| Total area of multi-input combinational cells | 965.9 um2 |
| Proportion of synthesized chip area in sequential cells | 29.70% |
| Die y size | 107 um |
| Most numerous cell types in the synthesized netlist | 22 x sky130_fd_sc_hd__dfxtp_1, 14 x sky130_fd_sc_hd__ha_1, 14 x sky130_fd_sc_hd__o21ai_0 |
| Global-route wire length before repair | 5416 um |
| Vias per std cell | 4.068 |
| Final critical delay including setup and external delays | 2881 ps |
| Achievable clock frequency | 347.1 MHz |
| Worst EP required | 3300 ps |
| Tally of yosys warning messages | 5 |
| Max-slew violation total from the final report | 0 |
| Clock slew seen by the registers of the worst setup and hold paths | 80 ps |
| Endpoints failing hold | 0 |
| Area of the synthesized netlist per yosys stat | 1483 um2 |
| Average instance area after synthesis | 8.671 um2 |
| Synthesized instance count | 171 |
| Antenna Cells | 0 |
| Total of fill cells in the finished design | 801 |
| Total Wirelength | 3058 um |
| GR Util All Layers | 5.437% |
| Most common cell in the netlist | sky130_fd_sc_hd__dfxtp_1 |
| Clock Power Share | 29.6% |
| Number of maximum-capacitance violations | 0 |
| Routed Antenna Nets | 0 |
| Unique cell types | 46 |
| Io pins | 19 |
| Maximum fanout along the worst path | 4 |
| Grt total ovfl | 0 |
| Combinational cell fraction of total power | 32.0% |
| Type of the most critical hold path | reg2reg |
| Cell-by-cell trace of the critical path | inv_1 > ha_1 > inv_1 > ha_2 > mux2i_2 > inv_2 > fa_1 > or3_1 > o21ai_0 > a221o_1 > o221ai_2 > ha_1 > mux2i_1 |
| Number of warning messages in the logs | 33 |
| Cell type with the highest aggregate area in the netlist | sky130_fd_sc_hd__dfxtp_1 |
| Area delta synth->final | 29.87% |
| Number of rows in the core area | 31 |
| Floorplan die area | 11450 um2 |
| Classification of the worst setup path | reg2reg |
| Data arrival time of the critical path | 3080 ps |
| Largest buffer count on any clock path | 2 |
| Setup violation total in the final timing report | 0 |
| I/O Buffers | 18 |
| Crit end category | flop |
| Root buffer selected by CTS | sky130_fd_sc_hd__clkbuf_8 |
| Sequential group share of total power | 38.5% |
| Top area contributor share | 29.70% |
| Design internal power | 658.4 uW |
stage by stage:
step | instance area, um2 | worst slack (ps) | utilization (%) | power, uW
2_1_floorplan | 1489 | 32.00 | - | 508.1
3_3_place_gp | 1824 | 166.3 | 25.02 | 622.6
3_5_place_dp | 1824 | 93.21 | 25.02 | 626.4
4_1_cts | 1896 | 97.52 | 26.00 | 897.3
5_1_grt | 1926 | 10.15 | 26.41 | 957.8
6_report | 1926 | 218.8 | 26.41 | 884.5
flip-flops by register name, indices dropped and copies added (netlist names):
signal    flops
dout         10
tb.lut.y      4
a             8
power groups by stage:
stage | clock network, uW | logic, uW | registers (uW)
CTS | 277 | 279 | 341
global route | 293 | 319 | 346
finish | 262 | 283 | 340
layout make-up:
cell class                      count  area share [%]
Timing Repair Buffer               32           14.81
Sequential cell                    22           22.94
Multi-Input combinational cell    129           50.16
Tap cell                           99           6.433
Inverter                           10           1.949
Clock buffer                        3           2.144
Clock inverter                      1           1.559
critical path: cells and delay by family, from the launching register on:
kind	cells	cell delay (ps)
mux	2	360
flops	1	350
fa+ha+maj	4	1180
buf+inv	3	200
simple gates	1	110
compound gates	3	620
cells by family after synthesis:
logic type,synth area share (%)
compound gates,19.75
mux,6.920
xor+xnor,5.317
fa+ha+maj,13.16
buf+inv,6.497
simple gates,18.65
flops,29.70
repair_timing:
action                                  4_1_cts  5_1_grt
setup buffers                                 0        2
gates resized                                 0        4
endpoints found under the setup margin        0        2
hold buffers                                  0        0
layout by cell type, fill, tap and decap left out, drive strengths merged, types with 4 or more instances in the layout:
cell type	instances
a21oi	9
buf	14
clkdlybuf4s50	18
dfxtp	22
ha	14
inv	10
mux2i	8
nand2	11
nand2b	4
nand3	5
nor2	13
nor2b	6
nor3	5
o21ai	14
xnor2	7
routing by layer:
layer | GRT usage, % | part of all wire (%)
met1 | 7.443 | 50
met3 | 1.031 | 2.1
met2 | 8.867 | 47
met5 | 0 | 0
met4 | 0.8704 | 0.95
final timing paths:
path	start	to	slack, ps	depth (start not counted)
worst max-delay path	a[2]	dout[2]	220	13
worst min-delay path	a[0]	dout[0]	330	0
worst max register to register	a[2]	dout[2]	220	13
worst min register to register	a[0]	dout[0]	330	0
Power and IR drop assume default switching activity.
