**./run.sh**
```bash
#!/bin/bash
# OpenROAD 26Q1-2900-gdf79404cd8, Yosys 0.63+post, stock flow scripts
make -C /OpenROAD-flow-scripts/flow DESIGN_CONFIG=/design/flow/config.mk WORK_HOME=/design/flow/orfs finish
```
**./config.mk**
```make
export PLATFORM = sky130hd
export DESIGN_NAME = clz
export DESIGN_NICKNAME = clz
export VERILOG_FILES = /design/flow/design.v
export SDC_FILE = /design/flow/constraint.sdc
export NUM_CORES = 4
export LEC_CHECK = 1
export CORE_AREA = 10 10 70 70
export DIE_AREA = 0 0 80 80
```
**./constraint.sdc**
```tcl
current_design clz

set clk_period 3.7
set clk_io_pct 0.2

create_clock -name clk0 -period $clk_period

set non_clock_inputs [all_inputs -no_clocks]
set_input_delay [expr $clk_period * $clk_io_pct] -clock clk0 $non_clock_inputs
set_output_delay [expr $clk_period * $clk_io_pct] -clock clk0 [all_outputs]
```
**./design.v**
```verilog
`timescale 100ps/100ps
module clz(
    input[31:0] data_in,
    output[5:0] pos_out
);
wire[3:0] ai;
wire[11:0] z;
genvar i;
generate
for (i = 0; i < 4; i = i + 1)
begin
    assign ai[i    ] = ~|data_in[i*8+7:i*8];
    assign  z[i*3+2] = ~|data_in[i*8+7:i*8+4];
    assign  z[i*3+1] = ~(data_in[i*8+7]|data_in[i*8+6]|(~(data_in[i*8+5]|data_in[i*8+4])&(data_in[i*8+3]|data_in[i*8+2])));
    assign  z[i*3] = ~(data_in[i*8+7]|(~data_in[i*8+6]&data_in[i*8+5]))&
                    (data_in[i*8+6]|data_in[i*8+4]|~(data_in[i*8+3]|(~data_in[i*8+2]&data_in[i*8+1])));
end
endgenerate
assign pos_out = ai[3] ? (
                ai[2] ? (
                ai[1] ? (
                ai[0] ? 6'h20
                : {3'h3, z[2:0]})
                : {3'h2, z[5:3]})
                : {3'h1, z[8:6]})
                : {3'h0, z[11:9]};
endmodule
```
==> notes.org <==
#+TITLE: Synthesis and PnR summary

** Status
- Result of the run :: finished, final reports clean

** Routing
- Antenna diode count :: 0
- Once detail routing completed, the nets flagged for antenna violations numbered 0.
- The violation tally recorded at the end of detailed-routing iteration 0 is 21.
- The script logs the mean routed wire length per placed instance as 11.8 um.
- Total Routed Length :: 1750 um
- The final route contains 608 vias.
- For this run, the detailed router's first-pass iteration total came to 4.
- The routed design shows a via density per instance of 4.11.
- Number of design rule violations left after detail routing :: 0

** Setup path
- The OpenROAD report gives the critical path a required time of 2.96 ns.
- Kind of critical path :: input pin to primary output
- Worst path max stage delay :: 0.48 ns
- STA classifies the critical path endpoint as a primary output.
- Crit path max-delay cell type :: clkdlybuf4s50_1
- Max fanout on the critical path was recorded as 3.
- Along the critical path, the tally of buffer and inverter instances is 2.
- The OpenROAD report gives the critical path a data arrival time of 2.76 ns.
- Cell chain of the critical path :: clkdlybuf4s50_1, nor4_4, nand3_2, o41ai_1, a22o_1, clkdlybuf4s50_1
- Among cell families on the critical path, the largest total delay comes from buffers and inverters.
- Most repeated library cell on the critical path :: clkdlybuf4s50_1
- Depth of the critical timing path with buffers and inverters included :: 6
- Critical Path Start Type :: input pin

** Die
- In this run the vertical extent of the chip is 80 um.
- The floorplan step set the die width to 80 um.
- After floorplanning, the core was sized to cover 3420 um2.
- FP Core Util :: 0.113
- Placement Rows :: 21
- After floorplanning, the die was sized to cover 6400 um2.
- 38 I/O pins were placed.

** Synth
- Post-synthesis cell count from yosys :: 61
- Mean instance size in the synthesized netlist :: 6.34 um2
- The synthesized netlist occupies a cell area of 387 um2.
- Chip Area, Yosys :: 387 um2
- The share of the Yosys chip area taken by registers is 0.
- The number of different library cells used by synthesis comes to 25.
- Post-synthesis instance total :: 61
- Syn. warnings :: 0

** Power and ir drop
- Total power consumption of the routed design :: 69.4 uW
- The power report puts the leakage power at 0.000270 uW.
- Worst supply voltage drop on vdd :: 0.0237 mV
- Total power density per cell area :: 81.3 nW/um2

** Placement
- The wire-length estimate of the detail-placed layout is 1630 um.
- Final RePlAce weighted congestion :: 0.781
- Including well taps, the total number of placed cells is 148.
- PortBufs :: 38

** Global routing
- Wire length of the first global-routing pass :: 2930 um
- Entering global routing, the biggest net connects 6 pins.
- Per the GRT congestion report, total overflow comes to 0.
- Total global-route track usage over all layers is 0.0543.
- Vias in the first global route :: 674
- The initial antenna violation count was 0.

** Final timing
- The pin closest to its max-slew limit shows a slew of 0.403 ns.
- Total negative slack for setup checks :: 0 ns
- Post-layout minimum cycle time :: 3.50 ns
- Setup violations remaining at the end of the flow were counted as 0.
- The tightest hold path in the finished design has a slack of 2.55 ns.
- The worst pin sits at a relative slew slack of 0.729.
- The final max-slew violation count recorded for this run is 0.
- Post-route period utilization is reported as 0.946.
- Unrepaired setup endpoints after global routing :: no
- Per the timing report, the achievable frequency comes out to 0.286 GHz.
- Final Hold Violating Endpoints :: 0

** Min path
- The worst hold path begins at data_in[30].
- The report gives the cell count of the worst hold path as 5.
- Class of the worst hold path :: input pin to primary output
- Endpoint of the worst hold path :: pos_out[2]

** Final layout
- Signed area change from the synthesized netlist to the final layout :: 121%
- In the finished layout, the clock tree contains a buffer count of 0.
- Core occupancy in the finished layout :: 0.250
- Post-layout instance count excluding filler cells :: 148
- Per the layout area report, the register area comes to 0 um2.
- The design has 0 sequential cells.
- Share of post-route cells with drive strength above 1 :: 0.108

** Job
- Tool warnings :: 32
- Max cap viols :: 0

** Clock network
- Count of hold-fix buffers inserted at cts :: 0
==> report_power, final <==
| part | switching [uW] | internal [uW] | leakage (uW) |
|---|---|---|---|
| sequential | 0 | 0 | 0 |
| clock | 0 | 0 | 0 |
| combinational | 25.8 | 43.6 | 0.000270 |
| total | 25.8 | 43.6 | 0.000270 |
==> per-layer routing <==
metal / routed length, um / vias up / part of all wire / GRT usage
li1: - / 323 / - / -
met1: 693 / 271 / 0.40 / 0.0613
met2: 927 / 14 / 0.53 / 0.101
met3: 130 / 0 / 0.074 / 0.0182
met4: 0 / 0 / 0 / 0
met5: 0 / - / 0 / 0
==> stage by stage <==
step                area, um2  worst slack (ns)
CTS                       847             0.151
global placement          847             0.169
finish                    853             0.198
global route              853            0.0381
detailed placement        847             0.164
floorplan                 387              1.29
==> worst max path at each step <==
| stage | from | endpoint | slack (ns) |
|---|---|---|---|
| 4_1_cts | data_in[12] | pos_out[1] | 0.15 |
| 5_1_grt | data_in[11] | pos_out[1] | 0.04 |
| 6_report | data_in[11] | pos_out[1] | 0.20 |
==> cells in the final DEF, fill, tap and decap left out <==
master            n
nand2b_1          2
o31a_2            1
a31oi_1           3
nand3_2           1
buf_4             3
nor3_1            3
a21oi_1           6
a22o_1            1
or2b_1            1
a221oi_1          1
o32a_1            1
o21ai_0           1
inv_1             5
nand3_1           2
clkdlybuf4s50_1  38
nor4_2            3
nor2_1           12
o31ai_1           2
or4_1             1
nor4_4            2
o21ai_1           1
nor4_1            4
nor2b_1           1
o31ai_2           1
o21bai_1          1
o41ai_1           1
nand2_1           4
==> cells by family after synthesis <==
| kind of cell | share of synthesized area |
|---|---|
| compound gates | 0.362 |
| simple gates | 0.589 |
| buf+inv | 0.0485 |
==> what timing repair did <==
| action | 4_1_cts | 5_1_grt |
|---|---|---|
| gates resized | 0 | 1 |
| setup buffers | 0 | 0 |
| hold endpoints to repair | 0 | 0 |
| endpoints found under the setup margin | 0 | 1 |
==> final cells by class <==
type	count	area [um2]
multi-input combinational	56	374
tap	46	57.6
fill	384	2560
timing repair buffer	41	403
inverter	5	18.8
==> synth_stat cells <==
cell type  count  share of area
a21oi_1        6          0.078
a221oi_1       1          0.023
a22o_1         1          0.023
a31oi_1        3          0.049
inv_1          5          0.049
nand2_1        4          0.039
nand2b_1       2          0.032
nand3_1        2          0.026
nand3_2        1          0.026
nor2_1        12           0.12
nor2b_1        1          0.016
nor3_1         3          0.039
nor4_1         5          0.081
nor4_2         2          0.065
nor4_4         2           0.11
o21ai_0        1          0.013
o21ai_1        1          0.013
o21bai_1       1          0.019
o31a_2         1          0.026
o31ai_1        2          0.039
o31ai_2        1          0.032
o32a_1         1          0.026
o41ai_1        1          0.023
or2b_1         1          0.019
or4_1          1          0.019
Power figures rest on the tool's default switching activity, not on a simulated workload.
