==> design/flow/design.v <==
`timescale 100ps/100ps
module dff(
    input clk,
    input rst_n,
    input en,
    input d,
    output reg q
);
always @(posedge clk or negedge rst_n)
begin
    if(~rst_n)
    begin
        q <= 0;
    end else
    begin
        q <= en ? d : q;
    end
end
endmodule
module seq(
    input clk,
    input rst_n,
    input din_vld,
    input din,
    output reg result
);
wire[5:0] z;
assign z[0] = din;
genvar i;
generate
for (i = 0; i < 5; i = i + 1)
begin
dff data(
    .clk(clk),
    .rst_n(rst_n),
    .en(din_vld),
    .d(z[i]),
    .q(z[i+1])
);
end
endgenerate
always @(posedge clk or negedge rst_n)
begin
    if(!rst_n) result <= 0;
    else
    result <= din_vld ? (z == 6'b111000 || z == 6'b101110 ? 1 : 0) : result;
end
endmodule
==> design/flow/run.sh <==
#!/bin/bash
# OpenROAD 26Q1-2900-gdf79404cd8, Yosys 0.63+post, stock flow scripts
make -C /OpenROAD-flow-scripts/flow DESIGN_CONFIG=/design/flow/config.mk WORK_HOME=/design/flow/orfs finish
==> design/flow/config.mk <==
export PLATFORM = sky130hd
export DESIGN_NAME = seq
export DESIGN_NICKNAME = seq
export VERILOG_FILES = /design/flow/design.v
export SDC_FILE = /design/flow/constraint.sdc
export NUM_CORES = 4
export LEC_CHECK = 1
export CORE_AREA = 10 10 70 70
export DIE_AREA = 0 0 80 80
==> design/flow/constraint.sdc <==
current_design seq

set clk_period 1.7
set clk_io_pct 0.2

create_clock -name clk0 -period $clk_period [get_ports {clk}]

set non_clock_inputs [all_inputs -no_clocks]
set_input_delay [expr $clk_period * $clk_io_pct] -clock clk0 $non_clock_inputs
set_output_delay [expr $clk_period * $clk_io_pct] -clock clk0 [all_outputs]
==> flow_summary_export.csv <==
group,metric,value,unit
routing,vias_per_cell,2.214,
floorplanning,fp-utilization,8.169,%
finish,drive_above_1_share,37.50,%
setup_path,crit_path_max_fanout,2,
finish,mostFrequentLayoutCells,"dfrtp_1, mux2_4, clkdlybuf4s50_1",
setup_path,r2r-end,"result",
cts,cts.sinks,6,
power_and_ir_drop,combPwrFrac,17.3,%
synthesis,ys_sh_aoi,4.036,%
timing,period_needed,1393,ps
floorplanning,ioPinCount,5,
grt,track_usage,1.488,%
timing,tightest_slew,375.7,ps
synthesis,syn_avg_cell_area,15.50,µm²
floorplanning,fp.dieH,80,µm
cts,cts_max_path_buffers,2,
grt,grt_max_degree,8,
setup_path,setup.worst_path.start_class,"flip-flop",
timing,hold_violations,0,
setup_path,reg2reg_depth,3,
synthesis,ys_types,9,
timing,rsz0062_at_grt,"false",
timing,setup_viol,0,
placement,numPortBuffers,4,
routing,wl_per_cell,6.557,µm
timing,skew,3.238,ps
power_and_ir_drop,vdd_ir_drop_max,0.1874,mV
grt,grt_pass1_wl,738,µm
synthesis,ys_sh_xor,0,%
grt,grt_antenna_before_repair,0,
floorplanning,core,3416,µm²
power_and_ir_drop,p_seq_share,49.7,%
setup_path,crit_family,"buffers and inverters",
routing,drt_first_pass_iters,2,
setup_path,worstPathRequired,1360,ps
synthesis,mux_area_share,26.91,%
timing,tns,0,ps
cts,tritoncts,"built",
cts,cts_made_buffers,3,
power_and_ir_drop,power_density,987.5,nW/µm²
finish,syn_to_final_growth,39.01,%
timing,drv_slew,0,
cts,cts_htree_levels,1,
cts,post_cts_buffers,0,
timing,relSlewSlack,74.88,%
run_status,status,"completed",
synthesis,ys_warn_count,2,
floorplanning,rows,21,
synthesis,yosysChipArea,279.0,µm²
power_and_ir_drop,p_int,297.4,µW
finish,fillers,399,
setup_path,end_kind,"output port",
routing,final_antenna_net_count,0,
power_and_ir_drop,switchingPower,85.64,µW
setup_path,crit_end,"result",
floorplanning,fp.dieW,80,µm
finish,final_layout_top_logic_cell,"dfrtp_1",
setup_path,arrival,1050,ps
run,log.warning_count,25,
hold_path,hold_class,"in2async",
power_and_ir_drop,power,383.0,µW
setup_path,timing.rr.start,"genblk1[0].data.q",
cts,clk_pin_slew,40,ps
finish,final_util,11.36,%
cts,insertion_delay,240,ps
routing,wl,459,µm
timing,timing.fmax,717.8,MHz
cts,clock-root-buffer,"clkbuf_4",
power_and_ir_drop,leakage,0.1515,nW
timing,finalClockPeriodUsage,81.95,%
routing,diodes,0,
setup_path,crit_slowest_cell,"clkdlybuf4s50_1",
run,maxCapViolations,0,
setup_path,crit_chain,"clkdlybuf4s50_1",
cts,post_cts_resized,0,
setup_path,worst-path-buf-inv,1,
synthesis,adder_share,0,%
grt,first_global_vias,166,
setup_path,worstSetupPathType,"reg2out",
synthesis,synthTopLogicFamily,"multiplexers",
synthesis,netlist_area,279.0,µm²
synthesis,yosysSeqAreaShare,53.81,%
synthesis,postSynthCellCount,18,
setup_path,crit_cells,1,
synthesis,synth-simple-area-share,9.865,%
synthesis,yosys-stat-cells,18,
setup_path,slowest_delay,480,ps
routing,vias,155,
placement,gp_congestion,0.6525,
floorplanning,dieArea,6400,µm²
power_and_ir_drop,switching_share,22.36,%
grt,grt-ovfl-total,0,
setup_path,r2r_slack,780,ps
setup_path,critPathLaunch,"result",
synthesis,ys.flops,6,
cts,postCtsHoldBufs,0,
power_and_ir_drop,clkPwrFrac,33.0,%
routing,drcViolationCount,0,
routing,drt-initial-drc-count,2,
sequential cells by signal, indices dropped and copies added (netlist names):
signal / flops
genblk1.data.q: 5
result: 1
power groups by stage:
stage     registers (mW)  clock network, mW  logic [mW]
6_report           0.190              0.126      0.0663
5_1_grt            0.194              0.143      0.0713
4_1_cts            0.190              0.132      0.0668
area by class of cell:
type,count,area [µm²],share of cell area (%)
sequential,6,150.1,38.71
multi-input combinational,10,113.9,29.35
tap,46,57.56,14.84
timing repair buffer,4,40.04,10.32
clock buffer,3,22.52,5.806
inverter,1,3.754,0.9677
cell usage after synthesis:
cell type,instances,area [µm²]
nor2b_1,1,6.260
nor3b_2,1,12.51
buf_6,1,11.26
a21oi_1,1,5.000
o22ai_1,1,6.260
nand4b_1,1,8.760
dfrtp_1,6,150.1
mux2_4,5,75.07
inv_1,1,3.750
worst min-delay path by stage:
stage	to	cells after the start	startpoint	slack, ps
final	result	1	rst_n	340
after CTS	result	1	rst_n	340
after global routing	genblk1[1].data.q	1	rst_n	350
cells by family (layout without fill, tap and decap cells):
group                  Yosys count  in the layout
AOI/OAI and AO/OA                2              2
buffers and inverters            2              8
DFF                              6              6
muxes                            5              5
and+or+nand+nor                  3              3
per-stage QoR:
| step | worst slack (ps) | hold WS (ps) | area (µm²) | cells |
|---|---|---|---|---|
| floorplan | 837.8 | 44.41 | 279.0 | 18 |
| global placement | 224.2 | 506.0 | 365.4 | 67 |
| global route | 240.6 | 353.5 | 387.9 | 70 |
| CTS | 277.7 | 344.2 | 387.9 | 70 |
| finish | 306.9 | 344.0 | 387.9 | 70 |
| detailed placement | 206.4 | 514.0 | 365.4 | 67 |
metal layers:
metal	GRT usage (%)	part of all wire (%)
met1	1.884	51
met2	1.926	41
met3	0.9091	3.9
met4	0.7042	4.1
met5	0	0
Power and IR drop assume default switching activity.
